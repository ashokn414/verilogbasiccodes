==> design/flow/config.mk <==
export PLATFORM = sky130hd
export DESIGN_NAME = mux8_1
export DESIGN_NICKNAME = mux8_1
export VERILOG_FILES = /design/flow/design.v
export SDC_FILE = /design/flow/constraint.sdc
export NUM_CORES = 4
export LEC_CHECK = 1
export CORE_AREA = 10 10 70 70
export DIE_AREA = 0 0 80 80
==> design/flow/constraint.sdc <==
current_design mux8_1

set clk_period 2.5
set clk_io_pct 0.2

create_clock -name clk0 -period $clk_period

set non_clock_inputs [all_inputs -no_clocks]
set_input_delay [expr $clk_period * $clk_io_pct] -clock clk0 $non_clock_inputs
set_output_delay [expr $clk_period * $clk_io_pct] -clock clk0 [all_outputs]
==> design/flow/run.sh <==
#!/bin/bash
# OpenROAD 26Q1-2900-gdf79404cd8, Yosys 0.63+post, stock flow scripts
make -C /OpenROAD-flow-scripts/flow DESIGN_CONFIG=/design/flow/config.mk WORK_HOME=/design/flow/orfs finish
==> design/flow/design.v <==
module mux2_1 (
input  [3:0]a,b,
input s,
output [3:0]y);
assign y=(s==0)?a:b;
endmodule
module mux8_1 (
input [3:0]a,b,c,d,e,f,g,h,
input [2:0]s,
output [3:0]y);
wire [3:0]t1,t2,t3,t4,t5,t6;
 mux2_1 m1(a,b,s[0],t1);
mux2_1 m2(c,d,s[0],t2);
mux2_1 m3(e,f,s[0],t3);
mux2_1 m4(g,h,s[0],t4);
mux2_1 m5(t1,t2,s[1],t5);
mux2_1 m6(t3,t4,s[1],t6);
mux2_1 m7(t5,t6,s[2],y);
 endmodule
==> results_slide.txt <==
Synthesis and Place & Route Summary

Min path
  • Worst hold path type: in -> out

Setup path
  • WP buf/inv: 4
  • Worst-path cell chain: clkdlybuf4s15_2 > buf_12 > buf_6 > mux4_1 > mux2_4 > dlygate4sd2_1
  • Required time of the critical path: 2.00 ns
  • CP arrival: 1.99 ns
  • Crit path max-delay cell type: mux4_1
  • CP delay by family, top: multiplexers
  • WS Path Type: in -> out
  • CP Launch Type: primary input
  • Crit end category: output pin
  • Worst path max stage delay: 0.53 ns
  • CP max FO: 5

Placement
  • I/O Buffers: 39
  • Placer Congestion: 0.732
  • Pre-CTS setup slack: -0.413 ns
  • Placed cells: 99

Die
  • Top Ports: 39
  • Die span in y: 80 um
  • Num rows: 21
  • Die ar.: 6400 sq um
  • Init Core Util: 7.91%
  • Die X: 80 um
  • CORE AREA: 3420 sq um

Synthesis
  • Top-count cell post-synth: mux4_1
  • Top cell area share: 77.8%
  • Area of the mapped netlist: 270 sq um
  • Post-synth top area cell: mux4_1
  • Register area share after synthesis: 0%
  • Ys cells: 14
  • Chip area line of the yosys report: 270 sq um
  • Unique cell types: 4
  • Warnings from Yosys: 0
  • Top cells by count, synth: mux4_1, mux2_2, buf_6, clkbuf_1
  • Main area contributors: mux4_1, mux2_2, buf_6
  • Syn_area_per_cell: 19.3 sq um
  • Cell count after synthesis: 14

Global routing
  • Total GRT Usage: 4.64%
  • Number of global-route vias before repair: 414
  • First-pass GRT wire length: 2.36 mm
  • Largest net degree at the start of global routing: 8
  • Initial antenna violation count: 0
  • Total gr overflow: 0

STA
  • Max Freq: 402 MHz
  • Worst slew pin tran: 0.245 ns
  • Final hold violations: 0
  • Final setup vio count: 0
  • Minimum clock period: 2.49 ns
  • Final setup margin: 0.00988 ns
  • Max_slew headroom: 83.6%
  • RSZ-0062 raised after global routing: true
  • Final Max Slew Viols: 0
  • Setup_tns: 0 ns
  • Fin crit share: 99.6%

Layout
  • Clkbuf count: 0
  • Finished Layout Cells: 103
  • Flops: 0
  • Area grow syn2layout: 180%
  • Filler Cell Count: 368
  • Final core utilization: 22.1%
  • Reg area: 0 sq um
  • Share of layout cells above drive strength 1: 28.1%

Drt
  • Vias: 326
  • DR pass1 iterations: 2
  • Antenna-violating nets left: 0
  • Antenna cells: 0
  • DRT Wirelength: 1.54 mm
  • Initial DRC Count: 7
  • Via density: 3.17
  • Residual DRC count: 0
  • Wire per inst: 15.0 um

Power and ir drop
  • Pwr dens: 154 nW/um^2
  • Worst IR drop on VDD: 28.0 uV
  • Leakage power: 0.000292 uW

Job
  • Max cap viols: 0
  • Log Warnings: 34

Run status
  • Status: completed

Clocking
  • Hold buffers post-CTS: 0
-- layout make-up --
cell class | instances | area (sq um) | area share, %
timing repair buffer | 45 | 454 | 60.1
multi-input combinational | 12 | 244 | 32.3
tap | 46 | 57.6 | 7.62
-- what timing repair did --
action / CTS / global route
gates resized: 15 / 2
setup buffers: 3 / 1
pin swaps: 0 / 0
setup endpoints to repair: 4 / 2
-- metal layers --
metal | wire length [um] | share of wire (%) | track usage [%]
met5 | 0 | 0 | 0
met4 | 0 | 0 | 0
met3 | 0 | 0 | 0
met2 | 1060 | 69 | 10.6
met1 | 475 | 31 | 4.55
-- per-stage QoR --
stage / hold slack, ns / power [uW] / instance area [sq um]
final: 1.71 / 117 / 756
after global routing: 1.75 / 124 / 756
after detailed placement: 2.25 / 111 / 731
after CTS: 1.86 / 115 / 742
after global placement: 2.25 / 112 / 731
after floorplan: 1.11 / 32.6 / 270
-- placed cells by master, fill, tap and decap left out, drive strengths merged --
cell type	count
mux4	8
mux2	4
buf	6
clkdlybuf4s50	33
dlymetal6s2s	1
dlygate4sd2	4
clkdlybuf4s15	1
-- worst min-delay path: stages --
cell and delay [ns]:
dlymetal6s2s_1 0.10, buf_6 0.13, mux4_1 0.14, mux2_2 0.14, dlygate4sd2_1 0.20
-- final timing paths --
check | startpoint | endpoint | depth (start not counted)
hold / removal | s[2] | y[2] | 5
setup / recovery | s[0] | y[0] | 6
-- kinds of logic after synthesis --
logic type	count (synthesis)	share of synthesized area (%)
muxes	12	94.4
buffers and inverters	2	5.55
-- report_power, final --
part	switching [uW]	total (uW)	leakage (uW)	internal, uW
logic	24.5	117	0.000292	92.1
clock network	0	0	0	0
registers	0	0	0	0
total	24.5	117	0.000292	92.1
No activity file was given, so power comes from the tool's default toggle rates.
