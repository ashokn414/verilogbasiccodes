--- /design/flow/config.mk ---
export PLATFORM = sky130hd
export DESIGN_NAME = alu
export DESIGN_NICKNAME = alu
export VERILOG_FILES = /design/flow/design.v
export SDC_FILE = /design/flow/constraint.sdc
export NUM_CORES = 4
export LEC_CHECK = 1
export CORE_AREA = 10 10 85 85
export DIE_AREA = 0 0 95 95
--- /design/flow/constraint.sdc ---
current_design alu

set clk_period 7.1
set clk_io_pct 0.2

create_clock -name clk0 -period $clk_period

set non_clock_inputs [all_inputs -no_clocks]
set_input_delay [expr $clk_period * $clk_io_pct] -clock clk0 $non_clock_inputs
set_output_delay [expr $clk_period * $clk_io_pct] -clock clk0 [all_outputs]
--- /design/flow/design.v ---
module alu (
input [7:0]a,b,
input [2:0]op,
output reg [8:0]c);
always @(a,b,op)
begin
case(op)
3'b000: c <= a+b;
3'b001: c <= a-b;
3'b010: c <= ~a;
3'b011: c <= a&b;
3'b100: c <= a|b;
3'b101: c <= ~(a&b);
3'b110: c <= ~(a|b);
3'b111: c <= a^b;
endcase
end
endmodule
--- /design/flow/run.sh ---
#!/bin/bash
# OpenROAD 26Q1-2900-gdf79404cd8, Yosys 0.63+post, stock flow scripts
make -C /OpenROAD-flow-scripts/flow DESIGN_CONFIG=/design/flow/config.mk WORK_HOME=/design/flow/orfs finish
==> out/qor.txt <==
routability cong. = 0.890
clock buf count = 0
fin crit period = 6.08 ns
post-CTS sizing = 0
crit path max-delay cell type = clkdlybuf4s50_1
crit share post-route = 85.7%
startpoint class of the critical path = input pin
DR vias/cell = 4.63
total power = 0.128 mW
Internal = 0.0685 mW
final setup TNS = 0 ns
Worst path max stage delay = 0.49 ns
cts hold-fix bufs = 0
hpwl dp = 2820 um
HP Class = in2out
drc violations = 0
Critical Path Sink Type = output port
Area contributors post-synth = ha_1 (25%), a21oi_1 (6.7%), xnor2_1 (6.2%), inv_1 (5.0%), nand2b_1 (3.9%)
placed cell count = 265
Hold Fails Final Rpt = 0
dpl ws = 0.978 ns
Die Y = 95 um
DRT antenna net count = 0
total track usage = 7.53%
fin. max-slew vios = 0
number of max-cap violations = 0
cell row count = 27
largest net degree at the start of global routing = 30
routing usage on met2 = 12.5%
Seq pwr share = 0%
area growth from synthesis to final layout = 27.0%
Fmax = 0.164 GHz
critical hold path startpoint = op[1]
chip area in the Yosys report = 0.00127 mm^2
Setup Fix Bufs, Post-CTS = 0
diode count = 0
outcome = complete, no violations
first-pass GRT wire length = 5720 um
mapped cell area = 0.00127 mm^2
Slew Limit Headroom = 77.7%
Gate power share = 100.0%
Psw = 0.0599 mW
CP cell instances = clkdlybuf4s50_1 -> nor2_1 -> and2_1 -> mux2_2 -> inv_2 -> ha_1 -> nor2b_1 -> o31a_2 -> o21ai_1 -> mux2_4 -> a31oi_2 -> clkdlybuf4s50_1
DRT Wirelength = 3270 um
TritonRoute pass-1 iters = 4
fp_density = 23.3%
post-route cell area = 0.00162 mm^2
WP data required = 5.68 ns
Yosys Instances = 170
distinct lib cells = 44
DR iter-0 viols = 43
core area = 0.00547 mm^2
layer with the highest usage = met2
Synth Seq Share = 0%
CP Max Fanout = 7
OpenROAD warnings = 41
Setup-failing EPs final = 0
WS Path Type = in2out
Clk pwr share = 0%
Post-DP Area = 0.00162 mm^2
final worst setup slack = 1.02 ns
I/O pin cnt = 28
layout cells sized above 1 = 8.81%
Fin Hold WS = 4.03 ns
wire per inst = 12.3 um
Leak = 0.696 nW
worst vdd ir = 18.7 uV
syn avg cell area = 7.49 um^2
fin util = 29.5%
CP startpoint = op[2]
CP Data Arrival Time = 4.66 ns
measured slew at the worst slew-check pin = 0.333 ns
switching portion of total power = 46.7%
met1 GRT Util = 11.0%
Synth top area share = 24.6%
Flops = 0
total number of vias = 1228
gr ovfl total = 0
Die X = 95 um
cell mode on critical path = clkdlybuf4s50_1
post-synth top area cell = ha_1
initial antenna violation count = 0
chip area = 0.00903 mm^2
Syn. warnings = 1
final non-filler cell total = 265
power per cell area = 79.4 mW/mm^2
met3 Use GR = 0.481%
cell count after synthesis = 170
Reg area = 0 um^2
IO Port Bufs = 28
vias in the first global route = 1172
RSZ-0062 raised after global routing = no
## power by group through the flow
stage                 registers (mW)  logic, mW  clock network, mW
final                              0      0.128                  0
after global routing               0      0.146                  0
after CTS                          0      0.130                  0
## routing by layer
metal  vias up  wire [um]
met1       557       1640
met3         0         86
li1        657          -
met4         0          0
met5         -          0
met2        14       1540
## synth_stat cells, types with 2 or more instances
| master | n |
|---|---|
| inv_2 | 2 |
| nand2b_1 | 8 |
| o21ai_0 | 6 |
| mux4_2 | 2 |
| o22ai_1 | 2 |
| a41oi_1 | 2 |
| mux2_2 | 2 |
| o211ai_1 | 2 |
| inv_1 | 17 |
| a21oi_1 | 17 |
| nor2_1 | 13 |
| o21a_1 | 3 |
| mux2_4 | 2 |
| o221ai_1 | 2 |
| xor2_1 | 3 |
| nand2_1 | 13 |
| o31a_1 | 2 |
| nor3_1 | 2 |
| ha_1 | 25 |
| a31oi_1 | 2 |
| o21ai_1 | 4 |
| mux2i_1 | 3 |
| xnor2_1 | 9 |
| buf_2 | 6 |
| a211oi_1 | 2 |
## final timing paths
check,endpoint,slack [ns],cells past startpoint
hold / removal,c[1],4.03,4
setup / recovery,c[5],1.02,12
## kinds of logic (layout without fill, tap and decap cells)
| group | after synthesis | in the layout | synth area share (%) |
|---|---|---|---|
| compound gates | 54 | 54 | 30.0 |
| mux | 10 | 10 | 10.9 |
| xor+xnor | 12 | 12 | 8.26 |
| fa+ha+maj | 26 | 26 | 26.2 |
| simple gates | 41 | 41 | 15.2 |
| buf+inv | 27 | 50 | 9.44 |
## critical path: cells and delay by family
kind	cells	cell delay, ns
AOI/OAI and AO/OA	3	0.64
adders and majority gates	1	0.20
buffers and inverters	3	0.96
muxes	2	0.72
and+or+nand+nor	3	0.72
## area by class of cell
type / count / area [um^2]
Tap cell: 72 / 90.1
Timing Repair Buffer: 31 / 303
Multi-Input combinational cell: 143 / 1150
Inverter: 19 / 71.3
Fill cell: 597 / 3860
## layout by cell type (no fill, tap or decap), drive strengths merged, types with 2 or more instances in the layout
master / n
a211oi: 2
a31oi: 3
ha: 25
nor3: 3
nand2: 13
mux2: 5
o31a: 3
nand2b: 8
o22ai: 2
nor2: 13
o211ai: 3
a41oi: 2
mux2i: 3
mux4: 2
inv: 19
o21ai: 10
o221ai: 2
clkdlybuf4s50: 28
o21a: 3
xnor2: 9
buf: 3
a21oi: 18
xor2: 3
Power figures rest on the tool's default switching activity, not on a simulated workload.
