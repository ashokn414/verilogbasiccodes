==> flow/design.v <==
module sramsingleport 
#(parameter addr_width =4,
  parameter data_width =4,
  parameter depth =16)
( input clk,rst,wr,
  input [data_width-1:0] din, 
  input [addr_width-1:0] addr, 
  output reg [data_width-1:0] dout);
reg [data_width-1:0] temp [0:depth-1];  
always @(posedge clk)
begin
if(rst ==0) dout<='d0;
else if(wr == 1)  temp[addr]<=din;
else        dout <= temp[addr];
end
endmodule
==> flow/run.sh <==
#!/bin/bash
# OpenROAD 26Q1-2900-gdf79404cd8, Yosys 0.63+post, stock flow scripts
make -C /OpenROAD-flow-scripts/flow DESIGN_CONFIG=/design/flow/config.mk WORK_HOME=/design/flow/orfs finish
==> flow/config.mk <==
export PLATFORM = sky130hd
export DESIGN_NAME = sramsingleport
export DESIGN_NICKNAME = sramsingleport
export VERILOG_FILES = /design/flow/design.v
export SDC_FILE = /design/flow/constraint.sdc
export NUM_CORES = 4
export LEC_CHECK = 1
export CORE_UTILIZATION = 40
==> flow/constraint.sdc <==
current_design sramsingleport

set clk_period 2.1
set clk_io_pct 0.2

create_clock -name clk0 -period $clk_period [get_ports {clk}]

set non_clock_inputs [all_inputs -no_clocks]
set_input_delay [expr $clk_period * $clk_io_pct] -clock clk0 $non_clock_inputs
set_output_delay [expr $clk_period * $clk_io_pct] -clock clk0 [all_outputs]
==> node_exporter_impl.prom <==
# HELP chip_impl_metric Yosys and OpenROAD flow results
# TYPE chip_impl_metric gauge
chip_impl_metric{name="fillerInstances",unit=""} 530
chip_impl_metric{name="clk_pin_slew_worst_paths",unit="ns"} 0.06
chip_impl_metric{name="grt_max_degree",unit=""} 17
chip_impl_metric{name="min_delay_path_depth",unit=""} 2
chip_impl_metric{name="final_clock_period_utilization_by_the_worst_path",unit=""} 0.9015
chip_impl_metric{name="hold_violations_final",unit=""} 0
chip_impl_metric{name="syn_area_per_cell",unit="um^2"} 16.84
chip_impl_metric{name="xor_area_frac",unit=""} 0
chip_impl_metric{name="drt_first_iter_violations",unit=""} 75
chip_impl_info{name="topCombFamilyByArea",value="multiplexers"} 1
chip_impl_info{name="crit_path_start_kind",value="input pin"} 1
chip_impl_metric{name="compound_area_frac",unit=""} 0.04467
chip_impl_info{name="ctsRootBufferMaster",value="sky130_fd_sc_hd__clkbuf_8"} 1
chip_impl_metric{name="postCtsSetupRepairBufs",unit=""} 0
chip_impl_info{name="yosysTopAreaCell",value="sky130_fd_sc_hd__edfxtp_1"} 1
chip_impl_metric{name="cts-htree-levels",unit=""} 3
chip_impl_metric{name="yosys.area.top_type_share",unit=""} 0.7001
chip_impl_metric{name="tool_warnings",unit=""} 25
chip_impl_metric{name="chipArea",unit="um^2"} 7198
chip_impl_metric{name="netlist_instances",unit=""} 163
chip_impl_metric{name="rrSetupSlack",unit="ns"} 0.50
chip_impl_metric{name="drtPass1Iterations",unit=""} 4
chip_impl_metric{name="antennaDiodeCount",unit=""} 0
chip_impl_metric{name="drive_gt1_frac",unit=""} 0.2392
chip_impl_metric{name="setup-violations-final",unit=""} 0
chip_impl_metric{name="use_met2",unit=""} 0.2609
chip_impl_metric{name="areaGrowthSynthToFinish",unit="%"} 19.51
chip_impl_metric{name="critical_path_arrival",unit="ns"} 2.11
chip_impl_info{name="worst_hold_path.endpoint",value="dout[0]"} 1
chip_impl_metric{name="critical_path.max_fanout",unit=""} 13
chip_impl_metric{name="reg2regPathDepth",unit=""} 4
chip_impl_metric{name="placeableCoreArea",unit="um^2"} 6495
chip_impl_metric{name="post-route-worst-setup-slack",unit="ns"} 0.2069
chip_impl_metric{name="finClkSkew",unit="ns"} 0.002699
chip_impl_metric{name="syn_area",unit="um^2"} 2745
chip_impl_metric{name="crit_required",unit="ns"} 2.32
chip_impl_metric{name="num_vias",unit=""} 1552
chip_impl_info{name="run_status",value="complete, no violations"} 1
chip_impl_metric{name="io_pins",unit=""} 15
chip_impl_metric{name="grt_use_met1",unit=""} 0.2637
chip_impl_info{name="grt_peak_use_layer",value="met1"} 1
chip_impl_info{name="tritoncts_clock_tree",value="yes"} 1
chip_impl_metric{name="cts.sinks",unit=""} 68
chip_impl_metric{name="buffer_ports.inserted",unit=""} 14
chip_impl_info{name="r2r_start",value="temp[8][0]"} 1
chip_impl_metric{name="maxSlewHeadroom",unit=""} 0.5489
chip_impl_metric{name="seq_area_frac_synth",unit=""} 0.7293
chip_impl_metric{name="finalWeightedCongestion",unit=""} 0.9343
chip_impl_info{name="top_cells_by_area",value="sky130_fd_sc_hd__edfxtp_1, sky130_fd_sc_hd__mux4_2, sky130_fd_sc_hd__mux2i_1"} 1
chip_impl_metric{name="grt_use_met3",unit=""} 0.09674
chip_impl_metric{name="dp.final_hpwl",unit="mm"} 3.828
chip_impl_metric{name="grt_overflow_total",unit=""} 0
chip_impl_info{name="worstSetupEndpointType",value="flip-flop"} 1
chip_impl_metric{name="num_rows",unit=""} 29
chip_impl_metric{name="drc_markers",unit=""} 0
chip_impl_info{name="worst_r2r_endpoint",value="dout[0]"} 1
chip_impl_metric{name="clock_path_buffers",unit=""} 2
chip_impl_metric{name="antenna_violation_net_count_after_detailed_routing",unit=""} 0
chip_impl_metric{name="cts-buffers-inserted",unit=""} 9
chip_impl_info{name="hp-start",value="dout[0]"} 1
chip_impl_metric{name="ys_warn_count",unit=""} 1
chip_impl_metric{name="final_util",unit=""} 0.5051
chip_impl_metric{name="period_needed",unit="ns"} 1.893
chip_impl_metric{name="yosys.cell_types.count",unit=""} 21
chip_impl_metric{name="initial_core_util",unit=""} 0.4227
chip_impl_metric{name="grt_pass1_wl",unit="mm"} 8.790
chip_impl_metric{name="power_per_cell_area",unit="nW/um^2"} 773.1
chip_impl_info{name="hold_path_class",value="flip-flop to flip-flop"} 1
chip_impl_info{name="rsz0062_at_grt",value="false"} 1
chip_impl_metric{name="adder_share",unit=""} 0
chip_impl_metric{name="ys_sh_mux",unit=""} 0.1240
chip_impl_metric{name="number_of_antenna_violations_at_the_first_check_in_global_routing",unit=""} 0
chip_impl_metric{name="tightest_slew",unit="ns"} 0.6745
chip_impl_metric{name="simple_gate_area_share_of_the_yosys_netlist",unit=""} 0.07976
chip_impl_metric{name="synth_flop_count",unit=""} 68
chip_impl_metric{name="wl_per_cell",unit="um"} 18.77
chip_impl_metric{name="yosysCellCount",unit=""} 163
chip_impl_info{name="path_class",value="input pin to flip-flop"} 1
chip_impl_metric{name="clock.latency.late_pin",unit="ns"} 0.34
chip_impl_metric{name="yosys-stat-area",unit="um^2"} 2745
chip_impl_metric{name="routed_wl",unit="mm"} 5.368
chip_impl_metric{name="static-leakage-power",unit="nW"} 1.120
chip_impl_metric{name="slew_viols_final",unit=""} 0
chip_impl_metric{name="die.size.x",unit="um"} 84.84
chip_impl_metric{name="max_capacitance_violation_count",unit=""} 0
chip_impl_metric{name="grt_usage",unit=""} 0.1779
chip_impl_metric{name="post_drt_via_cell_ratio",unit=""} 5.427
chip_impl_metric{name="worst_ir_drop_vdd",unit="mV"} 0.4105
chip_impl_metric{name="fmax",unit="MHz"} 528.2
chip_impl_metric{name="holdBufCountCts",unit=""} 0
chip_impl_metric{name="die_y",unit="um"} 84.84
chip_impl_metric{name="detailedPlace.worstSlack",unit="ns"} -0.4400
chip_impl_metric{name="first_global_vias",unit=""} 1755
## critical path: stages
cell and delay, ns:
sky130_fd_sc_hd__clkdlybuf4s50_1 0.65, sky130_fd_sc_hd__buf_4 0.27, sky130_fd_sc_hd__mux2i_1 0.25, sky130_fd_sc_hd__o32ai_1 0.11
sky130_fd_sc_hd__nor3_1 0.32, sky130_fd_sc_hd__nor3_1 0.08
## per-stage QoR
stage                     hold slack [ns]  instance area [um^2]  cells  power [W]  setup TNS (ns)
after floorplan                    0.4989                  2745    163   0.001630               0
after global placement             0.5631                  3134    272   0.001719          -3.871
after detailed placement           0.5621                  3134    272   0.001723          -4.316
after CTS                          0.5783                  3279    286   0.002548               0
after global routing               0.6023                  3281    286   0.002643               0
final                              0.5803                  3281    286   0.002536               0
## power by group
group,internal [W],total (W),switching [W]
clock,0.000404,0.000843,0.000439
combinational,0.0000858,0.000182,0.0000959
sequential,0.00150,0.00151,0.00000808
## cell usage after synthesis (all sizes together)
master / instances
edfxtp: 64
nor2: 17
mux2i: 16
nor3: 12
mux4: 8
o21ai: 8
buf: 6
nor2b: 5
a2111oi: 4
clkbuf: 4
dfxtp: 4
o32ai: 4
nand2b: 3
nand3: 2
nand4b: 2
inv: 1
nand2: 1
nand3b: 1
nand4: 1
## what timing repair did
action | in CTS | in global routing
gates resized | 1 | 1
pin swaps | 0 | 0
endpoints found under the setup margin | 4 | 1
## flip-flops by register name, indices dropped and copies added (netlist names)
signal,count
temp,64
dout,4
## layout make-up
type / instances / area (um^2) / share of cell area
Inverter: 1 / 3.754 / 0.001144
Multi-Input combinational cell: 84 / 683.2 / 0.2082
Clock buffer: 10 / 127.6 / 0.03890
Tap cell: 77 / 96.34 / 0.02937
Timing Repair Buffer: 42 / 349.1 / 0.1064
Clock inverter: 4 / 18.77 / 0.005721
Sequential cell: 68 / 2002 / 0.6102
## worst max path at each step
stage | start | to | slack [ns] | cells past startpoint
finish | addr[3] | dout[2] | 0.21 | 6
global route | addr[3] | dout[0] | 0.06 | 5
CTS | addr[3] | dout[0] | 0.17 | 5
## layout by cell type, fill, tap and decap left out, types with 3 or more instances in the layout
cell,instances
sky130_fd_sc_hd__nor2b_1,5
sky130_fd_sc_hd__edfxtp_1,64
sky130_fd_sc_hd__dfxtp_1,4
sky130_fd_sc_hd__o21ai_0,8
sky130_fd_sc_hd__buf_4,28
sky130_fd_sc_hd__mux4_2,8
sky130_fd_sc_hd__clkdlybuf4s50_1,13
sky130_fd_sc_hd__nor3_1,12
sky130_fd_sc_hd__nand2b_1,3
sky130_fd_sc_hd__o32ai_1,4
sky130_fd_sc_hd__nor2_1,17
sky130_fd_sc_hd__clkinv_2,3
sky130_fd_sc_hd__clkbuf_8,9
sky130_fd_sc_hd__mux2i_1,16
## metal layers
| metal | share of wire | vias to the layer above |
|---|---|---|
| met2 | 0.47 | 58 |
| met4 | 0.013 | 0 |
| met3 | 0.093 | 8 |
| met5 | 0 | - |
| li1 | - | 730 |
| met1 | 0.42 | 756 |
## kinds of logic after synthesis
logic type      count (synthesis)
simple gates                   44
flops                          68
buf+inv                        11
mux                            24
compound gates                 16
Power and IR drop assume default switching activity.
